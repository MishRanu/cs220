**design/flow/config.mk**
```make
export PLATFORM = sky130hd
export DESIGN_NAME = calender
export DESIGN_NICKNAME = calender
export VERILOG_FILES = /design/flow/design.v
export SDC_FILE = /design/flow/constraint.sdc
export NUM_CORES = 4
export LEC_CHECK = 1
export CORE_AREA = 10 10 87 87
export DIE_AREA = 0 0 97 97
```
**design/flow/constraint.sdc**
```tcl
current_design calender

set clk_period 3.5
set clk_io_pct 0.2

create_clock -name clk0 -period $clk_period [get_ports {clk}]

set non_clock_inputs [all_inputs -no_clocks]
set_input_delay [expr $clk_period * $clk_io_pct] -clock clk0 $non_clock_inputs
set_output_delay [expr $clk_period * $clk_io_pct] -clock clk0 [all_outputs]
```
**design/flow/design.v**
```verilog
module  calender(clk,dd,mm,day, DD, MM,Day);
input clk;
input [2:0]Day;
input [4:0] DD;
input [3:0] MM;
output [2:0]day;
output [4:0] dd;
output [3:0] mm;
reg [2:0]day;
reg [4:0] dd;
reg [3:0] mm;
always@(Day or DD  or MM) begin
day=Day;
mm=MM;
dd=DD;
end 
always@(posedge clk) begin
day=day+1;
dd=dd+1;
if(day==0) begin day=1; end
case (mm) 
	 1: begin
		if(dd==0) begin
			dd=1;
			mm=2;
		 end
	 end
	 2:begin 
		if(dd==29) begin
			dd=1;
			mm=3;
		 end
	end
	 3:begin
		if(dd==0) begin
			dd=1;
			mm=4;
		 end 
	end
	 4:begin 
		if(dd==31) begin
			dd=1;
			mm=5;
		 end
	end
	 5:begin 
		if(dd==0) begin
			dd=1;
			mm=6;
		 end
	end
	 6:begin
		if(dd==31) begin
			dd=1;
			mm=7;
		 end
	 end
	7:begin 
		if(dd==0) begin
			dd=1;
			mm=8;
		 end
	end
	 8:begin 
		if(dd==0) begin
			dd=1;
			mm=9;
		 end
	end
	 9:begin
		if(dd==31) begin
			dd=1;
			mm=10;
		 end 
	end
	 10:begin
		if(dd==0) begin
			dd=1;
			mm=11;
		 end 
	end
	 11:begin 
		if(dd==31) begin
			dd=1;
			mm=12;
		 end
	end
	  12:begin
		if(dd==0) begin
			dd=1;
			mm=1;
		 end 
	end
endcase
end
endmodule 
```
**design/flow/run.sh**
```bash
#!/bin/bash
# OpenROAD 26Q1-2900-gdf79404cd8, Yosys 0.63+post, stock flow scripts
make -C /OpenROAD-flow-scripts/flow DESIGN_CONFIG=/design/flow/config.mk WORK_HOME=/design/flow/orfs finish
```
==> results.cfg <==
; physical design summary
[logic_synthesis]
synth_cell_types = 43
ys_seq_share_pct = 27.4
synth.area.top_cells = dfxtp_1 16%, edfxtp_1 12%, buf_4 9.5%
yosys_area_um2 = 1020
synth_area_leader_cell = dfxtp_1
async_flop_share_pct = 0
yosys-stat-cells = 120
flop_cell = dfxtp_1
top_area_share_pct = 15.7
yosysWarnings = 1
ys_ff = 12
edf_count = 4

[status]
first-error = ERROR: Found 12 problems in 'check -assert'.
failing_step = synthesis
outcome = did not finish
[synth_stat cells (all sizes together) (2+ instances only)]
cell type   n
dfxtp       8
a31oi       4
edfxtp      4
a21o        2
a21oi       7
inv         7
a211oi      2
xor2        4
ha          5
nand3       3
nand2      10
o32a        2
a221oi      2
clkbuf      2
mux2i       2
nor2        8
buf        17
o21ai       8
and2        2
or2         2
nor3b       2
nor2b       3
nand2b      2
[logic make-up after synthesis]
group                    share of synthesized area, %
XOR/XNOR                                         3.43
buffers and inverters                            16.4
flip-flops                                       27.4
adder cells (fa/ha/maj)                          6.12
AND-OR/OR-AND                                    26.7
AND/OR/NAND/NOR                                  16.9
multiplexers                                     3.06
